===== /design/flow/run.sh =====
#!/bin/bash
# OpenROAD 26Q1-2900-gdf79404cd8, Yosys 0.63+post, stock flow scripts
make -C /OpenROAD-flow-scripts/flow DESIGN_CONFIG=/design/flow/config.mk WORK_HOME=/design/flow/orfs finish

===== /design/flow/config.mk =====
export PLATFORM = sky130hd
export DESIGN_NAME = parallel_adder
export DESIGN_NICKNAME = parallel_adder
export VERILOG_FILES = /design/flow/design.v
export SDC_FILE = /design/flow/constraint.sdc
export NUM_CORES = 4
export LEC_CHECK = 1
export CORE_AREA = 10 10 70 70
export DIE_AREA = 0 0 80 80

===== /design/flow/constraint.sdc =====
current_design parallel_adder

set clk_period 3.8
set clk_io_pct 0.2

create_clock -name clk0 -period $clk_period

set non_clock_inputs [all_inputs -no_clocks]
set_input_delay [expr $clk_period * $clk_io_pct] -clock clk0 $non_clock_inputs
set_output_delay [expr $clk_period * $clk_io_pct] -clock clk0 [all_outputs]

===== /design/flow/design.v =====
`timescale 1ns / 1ps
module full_adder(a,b,c,s,c0);
input a,b,c;
output s,c0;
assign s=a^b^c;
assign c0= (a&b)|(b&c)|(a&c);
endmodule
module parallel_adder(a,b,cin,s,c0);
input [3:0]a,b;
input cin;
output [3:0]s;
output c0;
wire c1,c2,c3;
full_adder b1(a[0],b[0],cin,s[0],c1);
full_adder b2(a[1],b[1],c1,s[1],c2);
full_adder b3(a[2],b[2],c2,s[2],c3);
full_adder b4(a[3],b[3],c3,s[3],c0);
endmodule

==> results.sh <==
# physical design summary
export IMPL_status="finished clean"
export IMPL_worstMarginPinSlew_ns=0.0977
export IMPL_viasPerCell=1.57
export IMPL_fp_dieH_um=80
export IMPL_overflow=0
export IMPL_synth_top_area_share=0.542
export IMPL_yosysUniqueCellTypes=3
export IMPL_chipArea_um2=6400
export IMPL_xor_share=0
export IMPL_rows=21
export IMPL_regArea_um2=0
export IMPL_cap_violations=0
export IMPL_crit_type="in -> out"
export IMPL_initCoreUtil=0.0432
export IMPL_yosysWarnings=0
export IMPL_drt_wirelength_per_cell_um=5.31
export IMPL_slew_headroom=0.935
export IMPL_drive_gt1_frac=0.250
export IMPL_core_um2=3420
export IMPL_grt_max_degree=2
export IMPL_routed_wl_um=393
export IMPL_openroad_warnings=32
export IMPL_met3_usage=0.00909
export IMPL_whs_ns=2.38
export IMPL_synth_avg_cell_area_um2=8.20
export IMPL_dp_slack_ns=-0.169
export IMPL_use_met1=0.0200
export IMPL_io_buffers=14
export IMPL_period_used=0.959
export IMPL_grt_use_met2=0.0104
export IMPL_power_density_nw_per_um2=114
export IMPL_setup_ws_ns=0.156
export IMPL_holdPathStages=5
export IMPL_synth_area_um2=148
export IMPL_drc=0
export IMPL_top_usage_layer="met1"
export IMPL_crit_fanout=1
export IMPL_ys_seq_frac=0
export IMPL_simple_gate_share=0
export IMPL_ys_area_um2=148
export IMPL_ant_nets=0
export IMPL_dr_first_iter_drc_count=0
export IMPL_place_area_um2=315
export IMPL_first_pass_iters=1
export IMPL_flops=0
export IMPL_crit_path_end_kind="primary output"
export IMPL_power_total_uw=36.4
export IMPL_rsz0062_at_grt="no"
export IMPL_grt_pass1_vias=137
export IMPL_grt_antenna_before_repair=0
export IMPL_min_to="s[3]"
export IMPL_gp_congestion=0.746
export IMPL_place_inst=74
export IMPL_fin_area_um2=320
export IMPL_syn_inst=18
export IMPL_ys_sh_adder=0.542
export IMPL_fp_dieW_um=80
export IMPL_ys_cells=18
export IMPL_crit_required_ns=3.04
export IMPL_p_seq_frac=0
export IMPL_ir_worst_vdd_mv=0.0275
export IMPL_grtUsageTotal=0.0118
export IMPL_ys_sh_aoi=0
export IMPL_clkPwrFrac=0
export IMPL_vias=116
export IMPL_grt_pass1_wl_um=600
export IMPL_synth_most_common_cell="inv_1"
export IMPL_dp_hpwl_um=387
export IMPL_ys_top_cells_by_area="fa_1, inv_1, buf_4"
export IMPL_n_antenna_cell=0
export IMPL_worstPathArrival_ns=2.88
export IMPL_mux_share=0
export IMPL_finalMaxSlewViolations=0
export IMPL_top_area_cell="fa_1"
export IMPL_power_switching_uw=10.8
export IMPL_sw_frac_of_total=0.298
export IMPL_topCombFamilyByArea="adder cells"
export IMPL_max_freq_ghz=0.274
export IMPL_fin_cells=74
export IMPL_worstSetupStartpointType="input port"
export IMPL_io_pins=14
export IMPL_startpoint="cin"
export IMPL_worst_hold_path_type="in -> out"
export IMPL_postCtsHoldBufs=0
export IMPL_p_int_uw=25.6
export IMPL_worstHoldStart="b[3]"
export IMPL_yosys_top_cells_count="inv_1, buf_4, fa_1"
export IMPL_hold_viol=0
export IMPL_final_min_clock_period_ns=3.64
export IMPL_syn_to_final_growth_pct=117
export IMPL_nClkBuffers=0
export IMPL_combinationalPowerShare=1.000
export IMPL_setup_viol=0
export IMPL_leakage_nw=0.133
==> metal layers <==
metal	vias up	routed length (um)
li1	60	-
met1	42	217
met2	14	62
met3	0	113
met4	0	0
met5	-	0
==> cells in the final DEF (no fill, tap or decap) <==
cell             synthesis  final
clkdlybuf4s50_1          0     12
inv_1                   10      6
inv_2                    0      4
fa_2                     0      3
dlygate4sd2_1            0      2
fa_1                     4      1
==> how the worst max path moves through the flow <==
stage	to	slack (ns)
final	s[3]	0.16
after global routing	s[3]	0.007
after CTS	s[3]	0.10
==> through the flow <==
stage | TNS (ns) | utilization
6_report | 0 | 0.0938
5_1_grt | 0 | 0.0938
4_1_cts | 0 | 0.0938
3_5_place_dp | -0.169 | 0.0923
3_3_place_gp | -0.185 | 0.0923
2_1_floorplan | 0 | -
==> timing repair <==
item	4_1_cts	5_1_grt
gates resized	9	0
buffers inserted	0	0
setup endpoints to repair	2	1
pin swaps	4	1
==> logic make-up (layout without fill, tap and decap cells) <==
| family | after synthesis | count (layout) |
|---|---|---|
| adder cells (fa/ha/maj) | 4 | 4 |
| buffers and inverters | 14 | 24 |
==> area by class of cell <==
| cell class | count | area, um^2 |
|---|---|---|
| Timing Repair Buffer | 14 | 138 |
| Multi-Input combinational cell | 4 | 87.6 |
| Tap cell | 46 | 57.6 |
| Inverter | 10 | 37.5 |
| Fill cell | 407 | 3100 |
==> power groups by stage <==
| stage | logic [mW] | registers (mW) | clock network (mW) |
|---|---|---|---|
| 4_1_cts | 0.0380 | 0 | 0 |
| 5_1_grt | 0.0431 | 0 | 0 |
| 6_report | 0.0364 | 0 | 0 |
==> critical path, cell delays in order <==
cell	delay, ns
clkdlybuf4s50_1	0.47
inv_2	0.04
fa_2	0.37
inv_2	0.06
fa_2	0.20
fa_2	0.20
inv_2	0.04
fa_1	0.49
inv_1	0.03
dlygate4sd2_1	0.23
Power figures rest on the tool's default switching activity, not on a simulated workload.
