<file path="/design/flow/run.sh">
#!/bin/bash
# OpenROAD 26Q1-2900-gdf79404cd8, Yosys 0.63+post, stock flow scripts
make -C /OpenROAD-flow-scripts/flow DESIGN_CONFIG=/design/flow/config.mk WORK_HOME=/design/flow/orfs finish
</file>
<file path="/design/flow/config.mk">
export PLATFORM = sky130hd
export DESIGN_NAME = alu
export DESIGN_NICKNAME = alu
export VERILOG_FILES = /design/flow/design.v
export SDC_FILE = /design/flow/constraint.sdc
export NUM_CORES = 4
export LEC_CHECK = 1
export CORE_AREA = 10 10 70 70
export DIE_AREA = 0 0 80 80
</file>
<file path="/design/flow/constraint.sdc">
current_design alu

set clk_period 3.8
set clk_io_pct 0.2

create_clock -name clk0 -period $clk_period

set non_clock_inputs [all_inputs -no_clocks]
set_input_delay [expr $clk_period * $clk_io_pct] -clock clk0 $non_clock_inputs
set_output_delay [expr $clk_period * $clk_io_pct] -clock clk0 [all_outputs]
</file>
<file path="/design/flow/design.v">
`timescale 1ns / 1ps
module alu(a,b,sel,out,carry);
input wire [3:0]a,b;
input wire [2:0]sel;
output reg [3:0]out;
output reg carry;
always@(*) begin
carry=0;
case(sel)
3'b000:{carry,out}=a+b;
3'b001:out=a-b;
3'b010:out=a&b;
3'b011:out=a|b;
3'b100:out=a^b;
3'b101:out=~b;
3'b110:out=a<<1;
3'b111:out=a>>1;
endcase
end
endmodule
</file>
==> GITHUB_STEP_SUMMARY <==
### Metrics collected by this job

| Metric | Value |
|---|---|
| Max Cap Viol | 0 |
| Net Switching | 45.3 uW |
| # rows | 21 |
| Num ports | 16 |
| Max frequency | 274 MHz |
| Cell repeated most along the worst path | clkdlybuf4s50_1 |
| Final Hold Viols | 0 |
| HP Start | sel[2] |
| WP data arrival | approximately 2900 ps |
| Flops | 0 |
| Gpl congestion | 0.829 |
| Hold WC Path Type | in -> out |
| Post-synth mux share | 0.0553 |
| Static leakage | 0.439 nW |
| Register area share after synthesis | 0 |
| Post-route DRC | 0 |
| Headroom to the max-slew limit | 0.741 |
| # Cells Yosys | 89 |
| Part of the power in registers | 0 |
| Yosys adder share | 0.271 |
| Largest net degree at the start of global routing | 12 |
| WS Path Type | in -> out |
| Share of Yosys cell area claimed by the top area cell type | 0.210 |
| Worst stage delay on the critical path | between 500 and 600 ps |
| IO Port Bufs | 16 |
| Dpl ws | -12.3 ps |
| GR Overflow Total | 0 |
| Syn Area/Cell | 7.37 um2 |
| Final min period | 3650 ps |
| YS chip area | 656 um2 |
| Switching fraction of total power | 0.442 |
| Ys Warns | 1 |
| Drt pass-1 iters | 4 |
| Tool warnings | 40 |
| CORE AREA | 0.00342 mm2 |
| DRT iter0 DRCs | 22 |
| Fin crit share | 0.959 |
| Clock power share | 0 |
| Comb pwr share | 1.000 |
| Detail Route Antenna Nets | 0 |
| Vias in the first global route | 653 |
| Die footprint | 0.00640 mm2 |
| Cell Type Count | 38 |
| Cell chain of the critical path | clkdlybuf4s50_1 -> inv_1 -> ha_1 -> a21o_1 -> a21oi_1 -> mux2i_1 -> nor4_2 -> clkdlybuf4s50_1 |
| Yosys aoi share | 0.302 |
| Non-Filler Instances | 157 |
| Seq. cell area | 0 um2 |
| Crit-path max FO | 3 |
| Final setup fails | 0 |
| Die Ht | ~80 um |
| Clock buffer count | 0 |
| CP max stage cell | clkdlybuf4s50_1 |
| Die X | ~80 um |
| Xor/xnor share | 0.0134 |
| Avg Vias per Cell | between 4 and 5 |
| Final worst slack | ~150 ps |
| Worst EP required | ~3000 ps |
| Placed cell count | around 160 |
| DP HPWL | 1.45 mm |
| FP Util | 0.192 |
| Antenna diode count | 0 |
| Worst Setup Start Kind | input port |
| Cells on Worst Hold Path | 4 |
| Routed via count | a little under 700 |
| Final WL | 1.67 mm |
| Basic Gates by Area | 0.233 |
| DR WL/cell | 10.6 um |
| Wire length of the first global-routing pass | 2.88 mm |
| Top area cell types | ha_1 (21%), inv_1 (7.4%), fa_1 (6.1%) |
| Main logic family | AND-OR/OR-AND gates |
| Worst vdd ir | between 0.03 and 0.04 mV |
| Post-Synthesis Cells | 89 |
| RSZ-0062 raised after global routing | true |
| Cell Area, Synth | around 660 um2 |
| Hold worst-path end | out[1] |
| Post-synth top area cell | ha_1 |
| Area Growth Syn to Fin | 41.8% |
| Layout cells sized above 1 | 0.153 |
| GRT Total Usage | 0.0530 |
| Crit path capture type | primary output |
| PD cells | between 100 and 150 mW/mm2 |
| Cell internal pwr | 57.1 uW |
| Initial antenna violation count | 0 |
| Slew Limit Fails | 0 |
| Status | finished clean |
| Hold slack | 2470 ps |
| Slew at the pin with the worst max-slew slack | 388 ps |
## critical path, delay by kind of cell
kind,cells,cell delay (ps)
buf+inv,3,1080
mux,1,110
simple gates,1,260
compound gates,2,350
fa+ha+maj,1,320
## metrics by stage
stage	cell area, um2	setup TNS (ps)	utilization	total power [mW]
after floorplan	656	0	-	0.0590
after global placement	922	-4.40	0.270	0.104
after detailed placement	922	-12.3	0.270	0.104
after CTS	925	0	0.271	0.105
after global routing	930	-38.0	0.272	0.116
final	930	0	0.272	0.102
## layout by cell type (no fill, tap or decap), types with 2 or more instances in the layout
master	synthesis	routed
o21ai_0	4	3
clkdlybuf4s50_1	0	14
inv_1	13	13
ha_1	11	10
nor2_1	6	6
buf_4	1	11
nor3_1	2	2
nand2b_1	2	2
fa_1	2	2
nand2_1	6	6
o211ai_1	2	2
a21o_1	3	3
a21oi_1	7	7
dlymetal6s2s_1	0	2
nor2b_1	2	2
nand3b_1	2	2
## cells in the mapped netlist (3+ instances only)
cell type,count
o21ai_0,4
inv_1,13
a21o_1,3
buf_2,3
nor2_1,6
nand2_1,6
a21oi_1,7
ha_1,11
## area by class of cell
| cell class | instances | area, um2 |
|---|---|---|
| Timing Repair Buffer | 27 | 248 |
| Fill cell | 394 | 2490 |
| Inverter | 13 | 48.8 |
| Tap cell | 46 | 57.6 |
| Multi-Input combinational cell | 71 | 576 |
## worst max-delay path by stage
stage	startpoint	to	slack (ps)	cells past startpoint
4_1_cts	a[0]	out[1]	20	8
5_1_grt	b[1]	out[3]	-40	8
6_report	b[1]	out[3]	150	8
## cells by family after synthesis
kind of cell	Yosys count
AOI/OAI and AO/OA	27
xor gates and xnor gates	1
muxes	3
adders and majority gates	13
buffers and inverters	18
and+or+nand+nor	27
## power groups by stage
stage                 Clock (mW)  Sequential, mW  Combinational, mW
after CTS                      0               0              0.105
after global routing           0               0              0.116
final                          0               0              0.102
## repair_timing
action | 4_1_cts | 5_1_grt
gates resized | 1 | 3
hold buffers | 0 | 0
pin swaps | 0 | 1
setup buffers | 0 | 0
endpoints found under the setup margin | 1 | 3
## layer usage
metal	up-vias	track usage	wire, um
li1	354	-	-
met1	308	0.0689	742
met2	12	0.0939	845
met3	0	0.00909	83
met4	0	0	0
met5	-	0	0
Power figures rest on the tool's default switching activity, not on a simulated workload.
